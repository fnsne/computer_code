<file path="flow/design.v">
module ALU( opcode, clk, reset, accum, data, alu_out, zero );
	input opcode, clk, reset, accum, data;
	output alu_out, zero;
	wire [2:0] opcode;
	wire [7:0] accum, data;
	reg [7:0] alu_out;
	reg zero;
	wire car_out;
	reg car_in;
	initial
		begin
			car_in = 0;
		end
	always @( posedge clk )
		begin
			if( reset )
				begin
					alu_out = 8'b00000000;
				end
			else
				begin
					case( opcode )
						3'b000 : alu_out = accum;
						3'b001 : alu_out = accum + data;
						3'b010 : alu_out = accum - data;
						3'b011 : alu_out = accum & data;
						3'b100 : alu_out = accum ^ data;
						3'b101 : 
							begin
								if( accum[7] )
									begin
										alu_out = ( accum - 1 ) ^8'b11111111;
									end
								else
									alu_out = accum;
							end
						3'b110 : alu_out = accum * 8'b00000101 + accum / 8'b00001000;
						3'b111 : 
							begin
								if(accum > 128 )
									alu_out = (data ^ 8'b11111111) + 1;
								else
									alu_out = data ^ 8'b11111111;
							end 
				endcase
				end
			if( !alu_out )
					zero = 1;
			else
					zero = 0;
		end
endmodule
</file>
<file path="flow/run.sh">
#!/bin/bash
# OpenROAD 26Q1-2900-gdf79404cd8, Yosys 0.63+post, stock flow scripts
make -C /OpenROAD-flow-scripts/flow DESIGN_CONFIG=/design/flow/config.mk WORK_HOME=/design/flow/orfs finish
</file>
<file path="flow/config.mk">
export PLATFORM = sky130hd
export DESIGN_NAME = ALU
export DESIGN_NICKNAME = ALU
export VERILOG_FILES = /design/flow/design.v
export SDC_FILE = /design/flow/constraint.sdc
export NUM_CORES = 4
export LEC_CHECK = 1
export CORE_UTILIZATION = 30
export SYNTH_HDL_FRONTEND = slang
</file>
<file path="flow/constraint.sdc">
current_design ALU

set clk_period 4.3
set clk_io_pct 0.2

create_clock -name clk0 -period $clk_period [get_ports {clk}]

set non_clock_inputs [all_inputs -no_clocks]
set_input_delay [expr $clk_period * $clk_io_pct] -clock clk0 $non_clock_inputs
set_output_delay [expr $clk_period * $clk_io_pct] -clock clk0 [all_outputs]
</file>
==> deck_impl_summary.md <==
Synthesis and Place & Route Summary

Power
  – P_int: 0.0003089 W
  – Leak: 1.047 nW
  – Clock share of power: 18.6%
  – Sw Pwr: 0.0001964 W
  – Peak VDD IR: 0.0001389 V
  – Cell area power density: 200.2 nW/um^2
  – Sw Share: 38.86%
  – Sequential power share: 19.3%
  – Comb pwr share: 62.1%

Worst setup path
  – CP startpoint kind: input port
  – Slowest CP cell: clkdlybuf4s50_1
  – Crit path buf inv count: 3
  – CP Cell Sequence: clkdlybuf4s50_1 > ha_1 > inv_1 > fa_1 > inv_1 > ha_1 > o21ai_0 > o21bai_1 > a21oi_1 > xnor2_1 > a221oi_1 > a211oi_1 > nor4_2
  – Critical path type: input port to flip-flop
  – CP required: 4.44 ns
  – CP arrival: 3.97 ns
  – Highest cell delay on the worst timing path: 0.55 ns
  – Worst Path Max Fanout: 5
  – Crit path max-delay family: adder cells
  – Crit. End Element: flip-flop

Detailed routing
  – DRC viols: 0
  – 1st-iter DRT viols: 125
  – Final antenna-violating net count: 0
  – Met1 wire length: 2.743 mm
  – WL final: 5.709 mm
  – Met2 Wirelength: 2.338 mm
  – Routed vias: 1982
  – Routed wl met3: 606 um
  – Pre-antenna DRT Iters: 21
  – Drt wl/cell: 15.18 um
  – Via density per instance: 5.271
  – Antenna Cells: 0
  – Max layer used: met4

Die
  – Die area: 7085 um^2
  – Num rows: 29
  – I/O pin count: 30
  – Core utilization before placement: 31.54%
  – Die X: 84.17 um
  – Die height: 84.17 um
  – Core area: 6422 um^2

Hold path
  – Hold depth: 4
  – Worst hold path type: input port to flip-flop
  – Hold_sp: accum[1]
  – Hold path endpoint: alu_out[1]

Job
  – Max-Cap Viols: 0
  – Tool warnings: 27

Logic synthesis
  – Synth Instances: 260
  – Yosys chip area: 2026 um^2
  – Synthesized registers: 9
  – Synth Cell Area: 2026 um^2
  – Synth Seq Share: 8.894%
  – Asr flop ratio synth: 0%
  – Unique cell types: 55
  – EDFF count, synth: 0
  – Yosys top cell area share: 21.00%
  – Leading area contributor after synthesis: ha_1
  – Yosys cell count: 260
  – Top cells, area: ha_1 (21%), dfxtp_1 (8.9%), nor2_1 (6.7%)
  – Number of synthesis warnings: 0
  – Commonest flop: dfxtp_1
  – Syn_area_per_cell: 7.791 um^2

Timing
  – Max-slew violation count: 0
  – Final Worst Setup Slack: 0.4670 ns
  – Final Setup Violations: 0
  – Final Critical Period: 3.833 ns
  – Worst Tran Pin Value: 0.6152 ns
  – RSZ-0062 raised after global routing: no
  – Max Clk Rate: 260.9 MHz
  – Post-layout period usage: 89.14%
  – Final hold violations: 0
  – Hold slack: 1.470 ns
  – Slew HR: 58.84%
  – Setup TNS: 0 ns

Placed design
  – Port buffer count: 29
  – Worst slack, placed: 0.2481 ns
  – GPL Wtd Cong: 0.9870
  – Post-DP HPWL: 4.666 mm

CTS
  – Post-CTS setup buffer count: 0
  – TritonCTS clock tree: built
  – Number of buffers created by CTS: 3
  – TritonCTS Sinks: 9
  – H-tree depth: 1
  – Clk Tree Root Cell: clkbuf_8
  – Post_cts resized: 0
  – Hold buffer count at cts: 0
  – Reg clk slew, reported paths: 0.04 ns
  – Maximum buffer depth of the clock tree: 2

Final layout
  – Fill cells: 649
  – Layout cells sized above 1: 9.699%
  – Layout Area Growth over Synthesis: 24.58%

GRT
  – Global Route Usage Sum: 17.13%
  – Largest net degree at the start of global routing: 18
  – Vias in the first global route: 1888
  – Global-route wire length before repair: 9.549 mm
  – Total gr overflow: 0
  – Initial antenna violation count: 0

Outcome
  – Status: finished, final reports clean
==> tightest hold or removal path, stage by stage <==
cell and delay (ns):
clkdlybuf4s50_1 0.43, buf_4 0.19, nor2_1 0.10, a211oi_1 0.06
==> cell usage after synthesis (2+ instances only) <==
library cell / n
ha_1: 34
o32ai_1: 2
xnor2_1: 15
nor4_1: 2
nor3_1: 4
inv_1: 18
o211ai_1: 3
a21o_1: 2
nor3b_1: 3
fa_1: 4
o21ai_0: 10
a31oi_1: 2
o31ai_1: 5
o311ai_0: 2
nand2b_1: 6
a21oi_1: 16
xor2_1: 13
a211oi_1: 6
buf_2: 4
nor4_4: 2
o221ai_1: 2
nor2_1: 36
or2_2: 2
o22ai_1: 2
a21boi_0: 2
clkbuf_1: 3
mux2i_1: 3
nand2_1: 15
nor2b_1: 6
a221oi_1: 2
dfxtp_1: 9
nand3_1: 2
==> flip-flops by register name, summed over array words and instances, names as in the netlist <==
signal	flops
alu_out	8
zero	1
==> per-stage QoR <==
| stage | cells | instance area (um^2) | total power (W) | util, % |
|---|---|---|---|---|
| floorplan | 260 | 2026 | 0.0002988 | - |
| global placement | 372 | 2479 | 0.0004111 | 38.59 |
| detailed placement | 372 | 2479 | 0.0004121 | 38.59 |
| CTS | 376 | 2524 | 0.0005096 | 39.29 |
| global route | 376 | 2524 | 0.0005549 | 39.29 |
| finish | 376 | 2524 | 0.0005053 | 39.29 |
==> power groups by stage <==
stage,clock [W],combinational [W],sequential [W]
4_1_cts,0.0000974,0.000315,0.0000976
5_1_grt,0.000104,0.000353,0.0000981
6_report,0.0000940,0.000314,0.0000975
==> worst max-delay path by stage <==
stage / to / depth (start not counted) / start / slack [ns]
CTS: zero / 13 / accum[4] / 0.45
global route: zero / 11 / accum[0] / 0.31
finish: zero / 13 / accum[4] / 0.47
==> cells by family (layout without fill, tap and decap cells) <==
kind of cell | count (synthesis) | after routing | synth area share (%)
buf+inv | 26 | 65 | 5.064
xor+xnor | 29 | 29 | 12.91
mux | 4 | 4 | 2.038
simple gates | 87 | 87 | 22.85
flops | 9 | 9 | 8.894
fa+ha+maj | 39 | 39 | 25.45
compound gates | 66 | 66 | 22.79
==> layout by cell type (no fill, tap or decap), types with 3 or more instances in the layout <==
cell and instances:
a21oi_1 16, mux2i_1 3, ha_1 34, o21ai_0 10, nand2b_1 6, clkdlybuf4s50_1 29
inv_1 18, nand2_1 15, o31ai_1 5, xnor2_1 15, nor3b_1 3, nor3_1 4
dfxtp_1 9, o211ai_1 3, fa_1 4, buf_4 13, nor2b_1 6, nor2_1 36
a211oi_1 6, xor2_1 13, clkbuf_8 3
==> area by class of cell <==
cell class	count	area, um^2	share of cell area, %
timing repair buffer	42	387.9	15.37
clock buffer	4	45.04	1.785
inverter	19	71.32	2.826
sequential	9	180.2	7.139
multi-input combinational	225	1743	69.06
tap	77	96.34	3.818
==> metal layers <==
metal | vias to the layer above | track usage [%]
met5 | - | 0
met4 | 0 | 1.097
met3 | 2 | 3.386
met2 | 82 | 26.01
met1 | 884 | 26.52
li1 | 1014 | -
Power is estimated from default activity; no workload was simulated.
